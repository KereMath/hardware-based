File: /design/flow/run.sh
#!/bin/bash
# OpenROAD 26Q1-2900-gdf79404cd8, Yosys 0.63+post, stock flow scripts
make -C /OpenROAD-flow-scripts/flow DESIGN_CONFIG=/design/flow/config.mk WORK_HOME=/design/flow/orfs finish
File: /design/flow/config.mk
export PLATFORM = sky130hd
export DESIGN_NAME = frost_simple_coordinator
export DESIGN_NICKNAME = frost_simple_coordinator
export VERILOG_FILES = /design/flow/design.v
export SDC_FILE = /design/flow/constraint.sdc
export NUM_CORES = 4
export LEC_CHECK = 1
export CORE_AREA = 10 10 396 396
export DIE_AREA = 0 0 406 406
File: /design/flow/constraint.sdc
current_design frost_simple_coordinator

set clk_period 4.8
set clk_io_pct 0.2

create_clock -name clk0 -period $clk_period [get_ports {clk}]

set non_clock_inputs [all_inputs -no_clocks]
set_input_delay [expr $clk_period * $clk_io_pct] -clock clk0 $non_clock_inputs
set_output_delay [expr $clk_period * $clk_io_pct] -clock clk0 [all_outputs]
File: /design/flow/design.v
`timescale 1ns/1ps
module frost_simple_node #(
    parameter NODE_ID = 0,
    parameter SCALAR_BITS = 252
)(
    input  wire clk,
    input  wire rst_n,
    input  wire start,
    output reg  [SCALAR_BITS-1:0] my_secret,
    output reg  [SCALAR_BITS-1:0] my_commitment,
    output reg  done
);
    localparam IDLE = 2'b00;
    localparam GEN = 2'b01;
    localparam BROADCAST = 2'b10;
    localparam FINISH = 2'b11;
    reg [1:0] state;
    reg [7:0] counter;
    wire [SCALAR_BITS-1:0] prng_value;
    assign prng_value = {counter, NODE_ID[7:0], counter ^ 8'hAA, {236{1'b0}}};
    always @(posedge clk or negedge rst_n) begin
        if (!rst_n) begin
            state <= IDLE;
            my_secret <= 0;
            my_commitment <= 0;
            done <= 0;
            counter <= 0;
        end else begin
            case (state)
                IDLE: begin
                    if (start) begin
                        counter <= 0;
                        state <= GEN;
                        done <= 0;
                    end
                end
                GEN: begin
                    my_secret <= prng_value + NODE_ID;
                    counter <= counter + 1;
                    state <= BROADCAST;
                end
                BROADCAST: begin
                    my_commitment <= my_secret ^ {SCALAR_BITS{1'b1}};
                    state <= FINISH;
                end
                FINISH: begin
                    done <= 1;
                    state <= IDLE;
                end
            endcase
        end
    end
endmodule
module frost_simple_coordinator #(
    parameter NUM_NODES = 4,
    parameter THRESHOLD = 2,
    parameter SCALAR_BITS = 252
)(
    input  wire clk,
    input  wire rst_n,
    input  wire start_protocol,
    output wire protocol_done,
    output reg  [15:0] total_cycles,
    output wire [SCALAR_BITS-1:0] final_keys_0,
    output wire [SCALAR_BITS-1:0] final_keys_1,
    output wire [SCALAR_BITS-1:0] final_keys_2,
    output wire [SCALAR_BITS-1:0] final_keys_3
);
    wire [SCALAR_BITS-1:0] node_secret_0, node_secret_1, node_secret_2, node_secret_3;
    wire [SCALAR_BITS-1:0] node_commit_0, node_commit_1, node_commit_2, node_commit_3;
    wire node_done_0, node_done_1, node_done_2, node_done_3;
    frost_simple_node #(.NODE_ID(0), .SCALAR_BITS(SCALAR_BITS)) node0 (
        .clk(clk), .rst_n(rst_n), .start(start_protocol),
        .my_secret(node_secret_0), .my_commitment(node_commit_0), .done(node_done_0)
    );
    frost_simple_node #(.NODE_ID(1), .SCALAR_BITS(SCALAR_BITS)) node1 (
        .clk(clk), .rst_n(rst_n), .start(start_protocol),
        .my_secret(node_secret_1), .my_commitment(node_commit_1), .done(node_done_1)
    );
    frost_simple_node #(.NODE_ID(2), .SCALAR_BITS(SCALAR_BITS)) node2 (
        .clk(clk), .rst_n(rst_n), .start(start_protocol),
        .my_secret(node_secret_2), .my_commitment(node_commit_2), .done(node_done_2)
    );
    frost_simple_node #(.NODE_ID(3), .SCALAR_BITS(SCALAR_BITS)) node3 (
        .clk(clk), .rst_n(rst_n), .start(start_protocol),
        .my_secret(node_secret_3), .my_commitment(node_commit_3), .done(node_done_3)
    );
    assign protocol_done = node_done_0 & node_done_1 & node_done_2 & node_done_3;
    assign final_keys_0 = node_secret_0;
    assign final_keys_1 = node_secret_1;
    assign final_keys_2 = node_secret_2;
    assign final_keys_3 = node_secret_3;
    always @(posedge clk or negedge rst_n) begin
        if (!rst_n) begin
            total_cycles <= 0;
        end else begin
            if (start_protocol && !protocol_done) begin
                total_cycles <= total_cycles + 1;
            end else if (protocol_done) begin
            end
        end
    end
endmodule
==> flow_summary.ini <==
; physical design summary
[outcome]
status = finished, final reports clean

[floorplan]
fp_util = 0.07807
die_area_mm2 = 0.1648
rows = 141
die_h_um = 406
io_pins = 1028
core_area_mm2 = 0.1478
fp.dieW_um = 406

[final_layout]
layout_top_cell = conb_1
drive_above_1_share = 0.03468
final_cells = 3315
final_cell_mix = conb_1, dfrtp_1, clkdlybuf4s50_1, nand2_1, mux2i_1
area_growth_pct = -3.220

[final_timing]
tns_ns = 0
hold_viol = 0
skew_ns = 0.01329
maxSlewHeadroom = 0.4788
slew_viol_final = 0
fin_ws_ns = 2.038
worst_pin_slew_ns = 0.7601
rsz0062_at_grt = false
setup_viol = 0
maxClockFrequency_ghz = 0.3620
min_period_ns = 2.762
period_used_share = 0.5755

[yosys]
yosysUniqueCellTypes = 34
edf_count = 0
ys.flops = 103
synth.area.top_cells = buf_4, dfrtp_1, mux2i_1, xnor2_1, mux2_2
top_area_frac = 0.6335
yosys-stat-area_mm2 = 0.01154
ys_seq_frac = 0.2237
synthFlopType = dfrtp_1
largest_area_cell = buf_4
synthArstFlopShare = 1.000
syn_area_per_cell_um2 = 8.751
synth_cells = 1319
ys_cells = 1319
yosysWarnings = 5
syn_area_mm2 = 0.01154

[routing]
num_vias = 5211
detail_route.vias_per_cell = 1.572
dr.first_iter.drc_count = 199
drt-total-wl_um = 25720
firstDrtPassIters = 5
drt.antenna.violating_nets = 0
drcViolationCount = 0
wl_per_cell_um = 7.759

[clock_network]
path_clk_slew_ns = 0.08
cts_made_buffers = 9
cts_hold_buf = 0
h-tree-depth = 3
cts_tree = done
insertion_delay_ns = 0.38
cts_setup_buffers = 0
cts_resized = 0
ctsLongestPathBuffers = 2
clkSinkCount = 103
root_buffer = clkbuf_16

[power]
power_density_mw_per_mm2 = 154.8
p_leak_uw = 0.005459
ir_drop_uv = 137.2
power_uw = 1729

[worst_setup_path]
slowest_delay_ns = 0.56
critPathMaxFanout = 5
end_kind = output pin
path_buffers = 1
cp.arrival_ns = 1.80
critPathRequiredTime_ns = 3.84
critPathTopFamily = flip-flops
crit_type = reg -> out
worst_setup_path_start_kind = flip-flop
path_cells = and4_4 > clkdlybuf4s50_1
critPathSlowestCell = dfrtp_1

[run]
drv_cap = 0
tool_warnings = 25

[grt]
grt_pass1_vias = 5692
grtUsageTotal = 0.02557
grt_max_degree = 51
grt_pass1_wl_um = 33140
antenna_found_initial = 0
grt_overflow_total = 0

[placed_design]
gp_congestion = 0.6554
dp_hpwl_um = 23180
post-place-ws_ns = 1.928
placed_cells = 3298
io_buffers = 59

[worst_hold_path]
hp-class = reg -> reg
per-layer routing:
metal  up-vias  track usage  share of wire
met4         0     0.002662          0.011
met1      2387      0.02787           0.35
met5         -            0              0
li1       2297            -              -
met2       506      0.04506           0.49
met3        21      0.01361           0.14
cell families (layout without fill, tap and decap cells):
logic type / Yosys count / in the layout / share of synthesized area
compound gates: 32 / 32 / 0.01691
simple gates: 110 / 110 / 0.05084
xor+xnor: 27 / 27 / 0.02049
other cells: 1 / 969 / 0.0003249
buf+inv: 996 / 94 / 0.6414
fa+ha+maj: 5 / 5 / 0.005420
mux: 45 / 45 / 0.04087
flops: 103 / 103 / 0.2237
path summary, 6_finish.rpt:
check / startpoint / end / slack [ns] / depth (start not counted)
min in group asynchronous: rst_n / node0.my_secret[243]$_DFFE_PN0P_ / 0.59 / 1
min: node2.state[1]$_DFF_PN0_ / node2.state[3]$_DFF_PN0_ / 0.35 / 0
max: node1.done$_DFFE_PN0P_ / protocol_done / 2.04 / 2
max in group asynchronous: rst_n / node1.state[0]$_DFF_PN1_ / 3.17 / 2
max reg2reg: node2.state[2]$_DFF_PN0_ / node2.counter[7]$_DFFE_PN0P_ / 2.94 / 4
min reg2reg: node2.state[1]$_DFF_PN0_ / node2.state[3]$_DFF_PN0_ / 0.35 / 0
registers in the layout, indices dropped and copies added (netlist names), 8 cells and up:
name / cells
node2.counter: 8
node2.my_secret: 9
node3.my_secret: 9
node0.my_secret: 8
node3.counter: 8
node1.my_secret: 9
total_cycles: 16
node1.counter: 8
node0.counter: 8
final cells by class:
type                       instances  area (µm²)
multi-input combinational       1187        5186
sequential                       103        2582
clock buffer                       9       225.2
fill                           17230      136700
antenna                            1       2.502
inverter                          16       60.06
clock inverter                     7       88.84
tap                             1930        2415
timing repair buffer              62       610.6
cell usage after synthesis (all sizes together) (8+ instances only):
cell and n:
a21oi 12, buf 980, dfrtp 99, inv 16, mux2 17, mux2i 28, nand2 29, nand2b 8
nand3 12, nor2 16, nor3 10, o21ai 12, or3 9, xnor2 24
where the power goes:
group	switching [µW]	total, µW	internal [µW]
sequential	0.652	868	867
combinational	77.1	82.7	5.63
clock	399	778	379
through the flow:
step / area [µm²] / hold slack (ns) / utilization
5_1_grt: 11170 / 0.3625 / 0.07554
2_1_floorplan: 15170 / 0.3312 / -
4_1_cts: 11170 / 0.3550 / 0.07554
6_report: 11170 / 0.3515 / 0.07556
3_5_place_dp: 10850 / 0.3358 / 0.07342
3_3_place_gp: 10850 / 0.3336 / 0.07342
Power is estimated from default activity; no workload was simulated.
