## flow/run.sh

```bash
#!/bin/bash
# OpenROAD 26Q1-2900-gdf79404cd8, Yosys 0.63+post, stock flow scripts
make -C /OpenROAD-flow-scripts/flow DESIGN_CONFIG=/design/flow/config.mk WORK_HOME=/design/flow/orfs finish
```

## flow/config.mk

```make
export PLATFORM = sky130hd
export DESIGN_NAME = mersenne_prime_tester
export DESIGN_NICKNAME = mersenne_prime_tester
export VERILOG_FILES = /design/flow/design.v
export SDC_FILE = /design/flow/constraint.sdc
export NUM_CORES = 4
export LEC_CHECK = 1
export CORE_UTILIZATION = 30
```

## flow/constraint.sdc

```tcl
current_design mersenne_prime_tester

set clk_period 28.9
set clk_io_pct 0.2

create_clock -name clk0 -period $clk_period [get_ports {clk}]

set non_clock_inputs [all_inputs -no_clocks]
set_input_delay [expr $clk_period * $clk_io_pct] -clock clk0 $non_clock_inputs
set_output_delay [expr $clk_period * $clk_io_pct] -clock clk0 [all_outputs]
```

## flow/design.v

```verilog
module lucas_lehmer_fsm #(
    parameter P = 13                 
)(
    input  wire clk,
    input  wire rst_n,
    input  wire start,               
    output reg  is_prime,            
    output reg  done,                
    output reg  [15:0] cycles        
);
    localparam MERSENNE = (1 << P) - 1;
    localparam ITERATIONS = P - 2;
    localparam IDLE   = 3'b000;
    localparam INIT   = 3'b001;
    localparam SQUARE = 3'b010;
    localparam REDUCE = 3'b011;
    localparam CHECK  = 3'b100;
    localparam FINISH = 3'b101;
    reg [2:0] state;
    reg [P-1:0] s;                   
    reg [2*P-1:0] s_squared;         
    reg [2*P-1:0] s_squared_minus_2;
    reg [P-1:0] s_reduced;           
    reg [15:0] iteration;
    wire [P-1:0] reducer_out;
    mersenne_reducer_comb #(.P(P), .WIDTH(2*P)) reducer (
        .x(s_squared_minus_2),
        .result(reducer_out)
    );
    always @(posedge clk or negedge rst_n) begin
        if (!rst_n) begin
            state <= IDLE;
            s <= 0;
            iteration <= 0;
            is_prime <= 0;
            done <= 0;
            cycles <= 0;
        end else begin
            case (state)
                IDLE: begin
                    done <= 0;
                    cycles <= 0;
                    if (start) begin
                        state <= INIT;
                        iteration <= 0;
                        cycles <= cycles + 1;
                    end
                end
                INIT: begin
                    s <= 4;                      
                    state <= SQUARE;
                    cycles <= cycles + 1;
                end
                SQUARE: begin
                    s_squared <= s * s;          
                    s_squared_minus_2 <= (s * s) - 2;   
                    state <= REDUCE;
                    cycles <= cycles + 1;
                end
                REDUCE: begin
                    s_reduced <= reducer_out;    
                    s <= reducer_out;
                    state <= CHECK;
                    cycles <= cycles + 1;
                end
                CHECK: begin
                    iteration <= iteration + 1;
                    if (iteration >= ITERATIONS - 1) begin
                        state <= FINISH;
                    end else begin
                        state <= SQUARE;         
                    end
                    cycles <= cycles + 1;
                end
                FINISH: begin
                    is_prime <= (s == 0);        
                    done <= 1;
                    state <= IDLE;
                    cycles <= cycles + 1;
                end
                default: state <= IDLE;
            endcase
        end
    end
endmodule
module mersenne_prime_tester (
    input  wire clk,
    input  wire rst_n,
    input  wire start,
    input  wire [7:0] exponent,      
    output reg  is_prime,
    output reg  done,
    output reg  [15:0] cycles
);
    wire done_13, done_17, done_19;
    wire prime_13, prime_17, prime_19;
    wire [15:0] cycles_13, cycles_17, cycles_19;
    lucas_lehmer_fsm #(.P(13)) test_13 (
        .clk(clk), .rst_n(rst_n),
        .start(start && exponent == 13),
        .is_prime(prime_13), .done(done_13), .cycles(cycles_13)
    );
    lucas_lehmer_fsm #(.P(17)) test_17 (
        .clk(clk), .rst_n(rst_n),
        .start(start && exponent == 17),
        .is_prime(prime_17), .done(done_17), .cycles(cycles_17)
    );
    lucas_lehmer_fsm #(.P(19)) test_19 (
        .clk(clk), .rst_n(rst_n),
        .start(start && exponent == 19),
        .is_prime(prime_19), .done(done_19), .cycles(cycles_19)
    );
    wire done_31, prime_31;
    wire [15:0] cycles_31;
    lucas_lehmer_fsm #(.P(31)) test_31 (
        .clk(clk), .rst_n(rst_n),
        .start(start && exponent == 31),
        .is_prime(prime_31), .done(done_31), .cycles(cycles_31)
    );
    always @(*) begin
        case (exponent)
            13: begin
                is_prime = prime_13;
                done = done_13;
                cycles = cycles_13;
            end
            17: begin
                is_prime = prime_17;
                done = done_17;
                cycles = cycles_17;
            end
            19: begin
                is_prime = prime_19;
                done = done_19;
                cycles = cycles_19;
            end
            31: begin
                is_prime = prime_31;
                done = done_31;
                cycles = cycles_31;
            end
            default: begin
                is_prime = 0;
                done = 0;
                cycles = 0;
            end
        endcase
    end
endmodule
module mersenne_reducer #(
    parameter P = 13,            
    parameter WIDTH = 2*P        
)(
    input  wire clk,
    input  wire rst_n,
    input  wire valid_in,        
    input  wire [WIDTH-1:0] x,   
    output reg  [P-1:0] result,  
    output reg  valid_out        
);
    localparam MERSENNE = (1 << P) - 1;   
    localparam IDLE   = 2'b00;
    localparam REDUCE = 2'b01;
    localparam FINAL  = 2'b10;
    reg [1:0] state, next_state;
    reg [WIDTH-1:0] temp;        
    reg [P-1:0] low, high_sum;
    reg [3:0] cycle_count;       
    always @(*) begin
        low = temp[P-1:0];               
        high_sum = temp[WIDTH-1:P];      
    end
    always @(posedge clk or negedge rst_n) begin
        if (!rst_n) begin
            state <= IDLE;
            temp <= 0;
            result <= 0;
            valid_out <= 0;
            cycle_count <= 0;
        end else begin
            state <= next_state;
            valid_out <= 0;   
            case (state)
                IDLE: begin
                    if (valid_in) begin
                        temp <= x;
                        cycle_count <= 0;
                    end
                end
                REDUCE: begin
                    temp <= low + high_sum;
                    cycle_count <= cycle_count + 1;
                end
                FINAL: begin
                    if ((low + high_sum) >= MERSENNE)
                        result <= (low + high_sum) - MERSENNE;
                    else
                        result <= low + high_sum;
                    valid_out <= 1;
                end
            endcase
        end
    end
    always @(*) begin
        next_state = state;
        case (state)
            IDLE:
                if (valid_in) next_state = REDUCE;
            REDUCE: begin
                if ((low + high_sum) < (1 << P))
                    next_state = FINAL;
                else if (cycle_count >= 4)   
                    next_state = FINAL;
            end
            FINAL:
                next_state = IDLE;
        endcase
    end
endmodule
module mersenne_reducer_comb #(
    parameter P = 13,
    parameter WIDTH = 2*P
)(
    input  wire [WIDTH-1:0] x,
    output wire [P-1:0] result
);
    localparam MERSENNE = (1 << P) - 1;
    wire [P:0] stage1, stage2, stage3;
    assign stage1 = x[P-1:0] + x[WIDTH-1:P];
    assign stage2 = (stage1 >= (1<<P)) ? (stage1[P-1:0] + stage1[P]) : stage1;
    assign stage3 = (stage2 >= MERSENNE) ? (stage2 - MERSENNE) : stage2;
    assign result = stage3[P-1:0];
endmodule
```

==> results.json <==
{
  "timing.slew.headroom": 0.313,
  "io_pins": 29,
  "vdd_drop_max_mv": 0.0371,
  "clkTransAtPathRegs_ns": 0.06,
  "final.setup.tns_ns": 0,
  "end_kind": "output port",
  "cts_resized": 0,
  "preCtsSetupSlack_ns": 14.54,
  "antenna_found_initial": 5,
  "grt_pass1_wl_mm": 302,
  "top_cell_area_share": 0.365,
  "critPathLaunchType": "primary input",
  "min_period_ns": 14.39,
  "skew_ns": 0.0524,
  "tritoncts": "built",
  "ys_ff": 396,
  "ys_warn_count": 5,
  "path_class": "primary input to output port",
  "cp_data_required_time_ns": 23.12,
  "synth.most_common_cell": "inv_1",
  "arrival_ns": 8.61,
  "cts_setup_buffers": 0,
  "numPortBuffers": 28,
  "drc_errors": 0,
  "synth-edff-count": 156,
  "r2r.worst_path.cells": 29,
  "hold_class": "flop to flop",
  "core_area_sq_um": 247000,
  "crit_chain": "clkdlybuf4s50_1, nor4b_1, nand3_1, o21ai_1, buf_4, clkdlybuf4s50_1",
  "ys_seq_share": 0.143,
  "grt_overflow": 0,
  "drive_above_1_share": 0.0356,
  "warning_count": 75,
  "ys_chip_area_sq_um": 74800,
  "drt_iter0_markers": 2603,
  "stdcell_area_sq_um": 80800,
  "dpl.hpwl_mm": 147,
  "fp_util": 0.303,
  "topCellsByArea": "fa_1, ha_1, inv_1",
  "crit_family": "simple AND/OR/NAND/NOR gates",
  "fin_crit_sh": 0.498,
  "path_buffers": 3,
  "viasPerCell": 4.70,
  "drtPass1Iterations": 6,
  "flop_cell": "dfrtp_1",
  "hold_buffers": 0,
  "setup_viol": 0,
  "wl_per_cell_um": 16.2,
  "grt_usage": 0.159,
  "synthDistinctLibCells": 109,
  "status": "finished clean",
  "fin_ws_ns": 14.51,
  "place_congestion": 0.940,
  "power.static_leakage_nw": 38.6,
  "cts.path.max_buffers": 3,
  "die_width_um": 501,
  "first_global_vias": 56500,
  "insertion_delay_ns": 0.64,
  "numCtsBuffers": 47,
  "worstHoldPathCells": 0,
  "dieArea_sq_um": 251000,
  "top_area_cell": "fa_1",
  "critPathSlowestCell": "nand3_1",
  "fp.dieH_um": 501,
  "finalHoldViolCount": 0,
  "crit_fanout": 18,
  "wirelength_mm": 183,
  "cap_violations": 0,
  "std_cell_rows": 182,
  "tightest_slew_ns": 1.03,
  "async_flop_share": 0.606,
  "cts_root_buf": "clkbuf_16",
  "cellPowerDensity_nw_per_um2": 15.6,
  "slowest_delay_ns": 0.80,
  "path_common_cell": "clkdlybuf4s50_1",
  "drtAntennaViolNets": 0,
  "num_vias": 52900,
  "synthCells": 7944,
  "synth.top_cells.by_count": "inv_1, fa_1, nand2_1",
  "fmaxAchievable_mhz": 69.5,
  "grt_max_degree": 79,
  "ys_cells": 7944,
  "synth_area_sq_um": 74800,
  "rsz0062_at_grt": "false",
  "maxSlewViolCount": 0,
  "syn_area_per_cell_sq_um": 9.42,
  "htreeDepth": 2,
  "cp.depth": 6,
  "post_dp_cell_area_sq_um": 79200,
  "numClockSinks": 396,
  "area_growth_pct": 7.99
}
==> sequential cells by signal, summed over array words and instances, names as in the netlist, 6 cells and up <==
register and cells:
test_19.cycles 16, test_13.iteration 16, test_19.iteration 16, test_17.s_squared_minus_2 33, test_17.s 17, test_31.s 31
test_31.iteration 16, test_17.cycles 16, test_17.iteration 16, test_13.s_squared_minus_2 25, test_19.s 19, test_13.cycles 16
test_17.state 6, test_31.s_squared_minus_2 61, test_13.s 13, test_31.cycles 16, test_13.state 6, test_31.state 6
test_19.state 6, test_19.s_squared_minus_2 37
==> cell usage in the layout, fill, tap and decap left out, drive strengths merged, types with 17 or more instances in the layout <==
| cell | count |
|---|---|
| inv | 1724 |
| fa | 1364 |
| nand2 | 796 |
| ha | 731 |
| nor2 | 354 |
| o21ai | 313 |
| and2 | 298 |
| dfrtp | 236 |
| xnor2 | 223 |
| a21oi | 209 |
| edfxtp | 156 |
| xor2 | 148 |
| nand3 | 146 |
| buf | 116 |
| a21o | 85 |
| and3 | 77 |
| nor3 | 71 |
| nand4 | 67 |
| clkbuf | 64 |
| nor2b | 53 |
| or3 | 49 |
| nor4 | 42 |
| o21a | 40 |
| nand2b | 40 |
| mux2i | 35 |
| a31oi | 29 |
| o211ai | 29 |
| o21bai | 28 |
| clkdlybuf4s50 | 26 |
| or2 | 26 |
| a211oi | 25 |
| clkinv | 25 |
| a22oi | 21 |
| a21boi | 21 |
| o31ai | 21 |
| a31o | 18 |
| a22o | 17 |
==> path summary, 6_finish.rpt <==
| kind | endpoint | slack, ns | startpoint |
|---|---|---|---|
| max | cycles[10] | 14.51 | exponent[5] |
| min | test_13.state[5] | 0.37 | test_13.state[2] |
| max reg2reg | test_31.s_squared_minus_2[60] | 18.82 | test_31.s[8] |
| min reg2reg | test_13.state[5] | 0.37 | test_13.state[2] |
| max in group asynchronous | test_31.s[8] | 21.49 | rst_n |
| min in group asynchronous | test_17.s[16] | 5.15 | rst_n |
==> worst register-to-register path, delay by kind of cell (launching register included) <==
family / cells / cell delay (ns)
compound gates: 11 / 3.28
xor+xnor: 1 / 0.15
flops: 1 / 0.57
simple gates: 2 / 0.61
buf+inv: 6 / 0.82
fa+ha+maj: 9 / 4.40
==> final cells by class <==
type | count | area [sq um]
Multi-Input combinational cell | 5586 | 56700
Inverter | 1728 | 6490
Clock buffer | 64 | 1340
Clock inverter | 24 | 245
Fill cell | 24600 | 166000
Timing Repair Buffer | 142 | 1140
Antenna cell | 1 | 2.50
Tap cell | 3312 | 4140
Sequential cell | 396 | 10700
==> power breakdown <==
part	leakage (nW)	internal [mW]	switching (mW)
logic	33.4	0.0254	0.0373
clock network	0.783	0.348	0.260
registers	4.41	0.586	0.00203
total	38.6	0.960	0.300
==> per-layer routing <==
| layer | up-vias | routed length [um] | GRT usage |
|---|---|---|---|
| li1 | 25000 | - | - |
| met1 | 26100 | 74100 | 0.208 |
| met2 | 1534 | 86300 | 0.253 |
| met3 | 246 | 15200 | 0.0559 |
| met4 | 2 | 6880 | 0.0450 |
| met5 | - | 13 | 0 |
==> logic make-up (layout without fill, tap and decap cells) <==
kind of cell / after synthesis / count (layout) / share of synthesized area
AOI/OAI and AO/OA: 994 / 994 / 0.0871
muxes: 41 / 41 / 0.00559
and+or+nand+nor: 2083 / 2083 / 0.135
DFF: 396 / 396 / 0.143
adders and majority gates: 2095 / 2095 / 0.487
buffers and inverters: 1963 / 1958 / 0.0989
xor gates and xnor gates: 371 / 371 / 0.0434
other: 1 / 3 / 0.0000501
==> per-stage QoR <==
stage               hold slack, ns  std cells  power [mW]  utilization
floorplan                    0.352       7945       0.640            -
global placement             0.384      11200       0.662        0.321
detailed placement           0.387      11200       0.662        0.321
CTS                          0.365      11300        1.28        0.327
global route                 0.393      11300        1.31        0.327
finish                       0.367      11300        1.26        0.327
Power and IR drop assume default switching activity.
